$ cat config.mk
export PLATFORM = sky130hd
export DESIGN_NAME = Packet_router
export DESIGN_NICKNAME = Packet_router
export VERILOG_FILES = /design/flow/design.v
export SDC_FILE = /design/flow/constraint.sdc
export NUM_CORES = 4
export LEC_CHECK = 1
export CORE_UTILIZATION = 40
$ cat constraint.sdc
current_design Packet_router

set clk_period 6.4
set clk_io_pct 0.2

create_clock -name clk0 -period $clk_period [get_ports {clk}]

set non_clock_inputs [all_inputs -no_clocks]
set_input_delay [expr $clk_period * $clk_io_pct] -clock clk0 $non_clock_inputs
set_output_delay [expr $clk_period * $clk_io_pct] -clock clk0 [all_outputs]
$ cat design.v
`timescale 1ns / 1ps
module Packet_router(
input wire clk,
input wire rst,
input wire packet_valid,
input wire [19:0] Data_packet,
output reg Busy,
output reg port_valid_1,
output reg port_valid_2,
output reg port_valid_3,
output reg port_valid_4,
output reg [15:0] Packet_out_1,
output reg [15:0] Packet_out_2,
output reg [15:0] Packet_out_3,
output reg [15:0] Packet_out_4,
output reg out_valid
    );
    localparam IDLE  = 2'd0;
localparam ROUTE = 2'd1;
localparam DONE  = 2'd2;
reg [1:0] state, next_state;
reg        fifo_wr_en;
reg        fifo_rd_en;
wire [19:0] fifo_dout;
wire       fifo_full;
wire       fifo_empty;
FIFO #(
    .DATA_WIDTH(20),
    .DEPTH(32)
) fifo_inst (
    .clk  (clk),
    .rst  (rst),
    .wr_en(fifo_wr_en),
    .rd_en(fifo_rd_en),
    .din  (Data_packet),
    .dout (fifo_dout),
    .full (fifo_full),
    .empty(fifo_empty)
);
reg [3:0]  lat_header;
reg [15:0] lat_payload;
always @(*) begin
    fifo_wr_en = (packet_valid && !fifo_full) ? 1'b1 : 1'b0;
end
always @(posedge clk or negedge rst) begin
    if (!rst) begin
        state <= IDLE;
    end else begin
        state <= next_state;
    end
end
always @(*) begin
    next_state = state;
    fifo_rd_en = 1'b0;
    case (state)
        IDLE: begin
            if (!fifo_empty) begin
                fifo_rd_en = 1'b1;
                next_state = ROUTE;
            end else begin
                fifo_rd_en = 1'b0;
                next_state = IDLE;
            end
        end
        ROUTE: begin
            next_state = DONE;
        end
        DONE: begin
            next_state = IDLE;
        end
        default: next_state = IDLE;
    endcase
end
always @(posedge clk or negedge rst) begin
    if (!rst) begin
        Busy         <= 1'b0;
        port_valid_1 <= 1'b0;
        port_valid_2 <= 1'b0;
        port_valid_3 <= 1'b0;
        port_valid_4 <= 1'b0;
        Packet_out_1 <= 16'd0;
        Packet_out_2 <= 16'd0;
        Packet_out_3 <= 16'd0;
        Packet_out_4 <= 16'd0;
        out_valid    <= 1'b0;
        lat_header   <= 4'd0;
        lat_payload  <= 16'd0;
    end else begin
        out_valid    <= 1'b0;
        port_valid_1 <= 1'b0;
        port_valid_2 <= 1'b0;
        port_valid_3 <= 1'b0;
        port_valid_4 <= 1'b0;
        Packet_out_1 <= Packet_out_1;
        Packet_out_2 <= Packet_out_2;
        Packet_out_3 <= Packet_out_3;
        Packet_out_4 <= Packet_out_4;
        Busy         <= 1'b0;
        case (state)
            IDLE: begin
                Busy <= 1'b0;
            end
            ROUTE: begin
                lat_header  <= fifo_dout[19:16];
                lat_payload <= fifo_dout[15:0];
                case (fifo_dout[1:0])
                    2'b00: begin
                        port_valid_1 <= 1'b1;
                        Packet_out_1 <= fifo_dout[15:0];
                    end
                    2'b01: begin
                        port_valid_2 <= 1'b1;
                        Packet_out_2 <= fifo_dout[15:0];
                    end
                    2'b10: begin
                        port_valid_3 <= 1'b1;
                        Packet_out_3 <= fifo_dout[15:0];
                    end
                    2'b11: begin
                        port_valid_4 <= 1'b1;
                        Packet_out_4 <= fifo_dout[15:0];
                    end
                endcase
                Busy <= 1'b1;
                out_valid <= 1'b0;
            end
            DONE: begin
                out_valid <= 1'b1;
                Busy <= 1'b0;
                case (lat_header[1:0])
                    2'b00: begin
                        port_valid_1 <= 1'b1;
                        Packet_out_1 <= lat_payload;
                    end
                    2'b01: begin
                        port_valid_2 <= 1'b1;
                        Packet_out_2 <= lat_payload;
                    end
                    2'b10: begin
                        port_valid_3 <= 1'b1;
                        Packet_out_3 <= lat_payload;
                    end
                    2'b11: begin
                        port_valid_4 <= 1'b1;
                        Packet_out_4 <= lat_payload;
                    end
                endcase
            end
            default: begin
                Busy <= 1'b0;
            end
        endcase
    end
end
endmodule
module FIFO #(
    parameter DATA_WIDTH = 8,
    parameter DEPTH = 16,
    parameter ADDR_WIDTH = $clog2(DEPTH)
)(
    input wire clk,
    input wire rst,
    input wire wr_en,
    input wire rd_en,
    input wire [DATA_WIDTH-1:0] din,
    output reg [DATA_WIDTH-1:0] dout,
    output reg full,
    output reg empty
);
    reg [DATA_WIDTH-1:0] mem [0:DEPTH-1];
    reg [ADDR_WIDTH-1:0] rd_ptr, wr_ptr;
    reg [ADDR_WIDTH:0] count; 
    always @(posedge clk or negedge rst) begin
        if (!rst) begin
            wr_ptr <= 0;
        end else if (wr_en && !full) begin
            mem[wr_ptr] <= din;
            wr_ptr <= wr_ptr + 1;
        end
    end
    always @(posedge clk or negedge rst) begin
        if (!rst) begin
            rd_ptr <= 0;
            dout <= 0;
        end else if (rd_en && !empty) begin
            dout <= mem[rd_ptr];
            rd_ptr <= rd_ptr + 1;
        end
    end
    always @(posedge clk or negedge rst) begin
        if (!rst) begin
            count <= 0;
        end else begin
            case ({wr_en && !full, rd_en && !empty})
                2'b10: count <= count + 1; 
                2'b01: count <= count - 1; 
                default: count <= count;   
            endcase
        end
    end
    always @(posedge clk or negedge rst) begin
        if (!rst) begin
            full <= 0;
            empty <= 1;
        end else begin
            full  <= (count == DEPTH);
            empty <= (count == 0);
        end
    end
endmodule
$ cat run.sh
#!/bin/bash
# OpenROAD 26Q1-2900-gdf79404cd8, Yosys 0.63+post, stock flow scripts
make -C /OpenROAD-flow-scripts/flow DESIGN_CONFIG=/design/flow/config.mk WORK_HOME=/design/flow/orfs finish
==> results_slide.txt <==
Flow Results at a Glance

Synthesis
  • Compound Share, Synth: 0.113
  • Cell Type Count: about 68
  • Yosys cell count: 1735
  • Most frequent cell after synthesis: edfxtp_1
  • Avg Cell Area, Syn: between 15 and 20 µm²
  • Share of the synthesized area in the top cell type: 0.640
  • Yosys adder share: 0.00695
  • Ys flop type: edfxtp_1
  • XOR Share, Synth: 0.00422
  • Synthesis area per yosys: ~0.027 mm²
  • Synthesis Warnings: 3
  • Cell Area, Synth: 0.0270 mm²
  • Top area cell types: edfxtp_1 64%, dfrtp_1 11%, a22oi_1 2.9%
  • Basic Gates by Area: 0.0606
  • Synth Seq Share: 0.757
  • Mux area share: 0.0379
  • Synth area leader: edfxtp_1
  • Async S/R FF share, synth: 0.179
  • Top post-synthesis cells by count: 576 x edfxtp_1, 139 x nand2_1, 124 x dfrtp_1, 104 x a22oi_1, 94 x o21ai_0
  • Mapped Cells: 1735
  • Flops after synth: 702
  • Synth logic family: AND-OR/OR-AND gates
  • Number of synthesized flops with an enable pin: 576

Worst setup path
  • Worst Path Arrival: 4.23 ns
  • Cell family with most CP delay: simple AND/OR/NAND/NOR gates
  • Worst-path maximum fanout: 12
  • Max stage delay cell, worst path: nor2_2
  • FF-to-FF setup slack: 2.58 ns
  • CP Launch Type: primary input
  • Worst-path cell chain: clkdlybuf4s50_1 > nor2b_1 > and3_1 > nand2_1 > nor2_2 > buf_4
  • WP buf/inv: 2
  • CP endpoint kind: flop
  • Worst setup path endpoint: fifo_inst.mem[5][0]$_DFFE_PP_
  • Critical register-to-register path startpoint: fifo_inst.rd_ptr[3]$_DFFE_PN0P_
  • CP Launch Point: packet_valid
  • Critical Path RT: 6.68 ns
  • Max stage delay on crit path: 0.88 ns
  • Reg2Reg Depth: 9
  • Crit Path Class: in -> reg
  • RR Endpoint: fifo_inst.dout[17]$_DFFE_PN0P_
  • Worst path depth: 6

Layout
  • Area grow syn2layout: 17.6%
  • # fillers: between 5000 and 6000
  • Fin area: 0.0318 mm²
  • Layout cells sized above 1: 0.159

Placement
  • DP HPWL: 51100 µm
  • Placer Congestion: 0.962
  • Post-DP Area: 0.0295 mm²
  • Port bufs: 90

Global routing
  • Initial antenna violation count: 1
  • Total GRT Usage: 0.283
  • Met1 Use GR: 0.327
  • GRT met2 Usage: 0.400
  • Global routing usage on met3: 0.222
  • Number of global-route vias before repair: 17700
  • Most Crowded Layer GR: met2
  • Global-route wire length before repair: 125000 µm
  • Largest net degree at the start of global routing: 69
  • Total gr overflow: 0

Floorplanning
  • Rows: 94
  • Ports: 93
  • Die width: 262 µm
  • Chip area: 0.0686 mm²
  • Core ar.: between 0.06 and 0.07 mm²
  • Die H: 262 µm
  • Fp util: 0.407

Clock tree
  • CTS Buf Count: 72
  • Num Clock Sinks: 702
  • TritonCTS clock tree: yes
  • Clk root buf: clkbuf_16
  • Hold Buf Count CTS: 0
  • Post-CTS sizing: 0
  • Clk ins delay skew pair: between 0.6 and 0.7 ns
  • Clock tree buffer depth: 3
  • Setup bufs post-CTS: 0
  • H-Tree Depth: 3
  • Clock slew at reported path FFs: 0.06 ns

Routing
  • WL per Instance: 31.0 µm
  • First drt pass iteration count: 6
  • Vias: 17100
  • Final ANT Viol Nets: 0
  • Vias per cell: around 6.1
  • Initial DRC Count: 1384
  • # diodes: 0
  • Wirelength, routed: 87300 µm
  • Remaining DRCs: 0

Run
  • Log Warnings: 36
  • Max-Cap Viols: 0

Timing
  • Final TNS setup: 0 ns
  • Slew margin rel.: 0.254
  • Final worst-path cycle share: 0.616
  • Hold Vio Cnt, Final: 0
  • Final setup fails: 0
  • Final critical-path required period: 3.94 ns
  • Worst slew pin tran: 1.12 ns
  • Max Fclk: 254 MHz
  • RSZ-0062 raised after global routing: false
  • Fin. max-slew vios: 0
  • Clk_skew: 0.0343 ns

Pwr
  • Lkg Pwr: 10.6 nW
  • Overall power: 9.69 mW
  • Peak supply drop: 0.178 mV
  • Pwr/cell area: 305 mW/mm²

Worst hold path
  • Worst hold path type: reg -> reg

Run status
  • Status: finished, final reports clean
sequential cells by signal (all words and copies together) (netlist names), 3 cells and up:
name	flops
Packet_out_1	16
Packet_out_2	16
Packet_out_3	16
Packet_out_4	16
fifo_inst.count	6
fifo_inst.dout	18
fifo_inst.mem	576
fifo_inst.rd_ptr	5
fifo_inst.wr_ptr	5
lat_payload	16
state	3
how the worst min path moves through the flow:
stage	from	end	cells past startpoint
CTS	fifo_inst.count[5]$_DFFE_PN0P_	fifo_inst.empty$_DFF_PN1_	1
finish	fifo_inst.count[5]$_DFFE_PN0P_	fifo_inst.empty$_DFF_PN1_	1
global route	fifo_inst.count[5]$_DFFE_PN0P_	fifo_inst.empty$_DFF_PN1_	1
cells in the final DEF, fill, tap and decap left out, types with 9 or more instances in the layout:
| master | n |
|---|---|
| edfxtp_1 | 576 |
| nand2_1 | 139 |
| dfrtp_1 | 121 |
| a22oi_1 | 104 |
| buf_4 | 104 |
| o21ai_0 | 94 |
| clkdlybuf4s50_1 | 89 |
| clkbuf_16 | 76 |
| a21oi_1 | 52 |
| nor2_1 | 49 |
| mux2_2 | 45 |
| mux2i_1 | 45 |
| o22ai_1 | 38 |
| nand3_1 | 36 |
| nor2_2 | 31 |
| a22o_1 | 27 |
| a32oi_1 | 24 |
| inv_1 | 17 |
| clkinv_1 | 17 |
| a222oi_1 | 17 |
| nand4_1 | 15 |
| clkbuf_1 | 15 |
| a221oi_1 | 14 |
| ha_1 | 13 |
| clkinv_2 | 13 |
| and3_1 | 12 |
| nor2b_1 | 9 |
logic make-up (layout without fill, tap and decap cells):
kind of cell / count (synthesis) / in the layout
AOI/OAI and AO/OA: 436 / 436
xor gates and xnor gates: 13 / 13
adders and majority gates: 15 / 15
buffers and inverters: 127 / 346
DFF: 702 / 702
muxes: 93 / 93
and+or+nand+nor: 349 / 349
layout make-up:
cell class | instances | area, µm² | share of cell area
Timing Repair Buffer | 195 | 1700 | 0.0536
Tap cell | 864 | 1080 | 0.0340
Multi-Input combinational cell | 906 | 6160 | 0.194
Sequential cell | 702 | 20500 | 0.644
Clock buffer | 95 | 2010 | 0.0634
Inverter | 19 | 71.3 | 0.00224
Clock inverter | 37 | 285 | 0.00898
per-stage QoR:
step	setup WS [ns]	instances	utilization	hold slack, ns
6_report	2.46	2818	0.479	0.452
5_1_grt	2.39	2818	0.479	0.492
4_1_cts	2.56	2818	0.479	0.456
3_5_place_dp	1.92	2686	0.444	0.445
3_3_place_gp	2.01	2686	0.444	0.434
2_1_floorplan	3.06	1735	-	0.352
metal layers:
metal,share of wire,up-vias,wire (µm)
li1,-,7181,-
met1,0.32,8323,27900
met2,0.45,1329,38900
met3,0.18,255,16100
met4,0.048,10,4230
met5,0.0037,-,319
power by group:
part           internal [mW]  switching [mW]
sequential              5.10          0.0771
combinational          0.112           0.318
clock                   2.38            1.71
Power is estimated from default activity; no workload was simulated.
